**design.v**
```verilog
`timescale 1ns / 1ps
module master#(
parameter data_width = 32,
parameter trans_width = 4,
parameter trans_lenth = 2**trans_width
)(
input clk,
input rst,
output reg [data_width - 1:0] m_data,
output reg m_valid,
output reg m_tlast,
input m_ready,
input en
    );
    integer i ;
    reg [data_width - 1:0] m_reg [trans_lenth - 1:0] ;
    always@(posedge clk)begin
        if(!rst) begin
            for(i=0; i<trans_lenth; i=i+1)begin
                m_reg[i] <= i;
            end
        end
        else begin
            for(i=0; i<trans_lenth; i=i+1)begin
                m_reg[i] <= m_reg[i] ; 
            end
        end
    end
    localparam IDLE = 1'b0 ;
    localparam OUT  = 1'b1 ;
    reg cs, ns ;
    reg [trans_width - 1:0] cnt ;
    always@(posedge clk)begin
        if(!rst) cs <= IDLE ;
        else cs <= ns ;
    end
    always@(*)begin
        case(cs)
            IDLE:begin
                if(en == 1) ns = OUT ;
                else ns = IDLE ;
            end
            OUT:begin
                if(cnt == trans_lenth - 1) ns = IDLE ;
                else ns = OUT ;
            end
            default: ns = IDLE ;
        endcase
    end
    always@(posedge clk)begin
        if(!rst) cnt <= 0 ;
        else begin
            case(cs)
                OUT:begin
                    if(m_ready == 1 && m_valid == 1) cnt <= cnt + 1 ;
                    else cnt <= cnt ;
                end
                default: cnt <= 0 ;
            endcase
        end
    end
    always@(posedge clk)begin
        if(!rst) m_valid <= 0 ;
        else begin
            case(cs)
                OUT:begin
                    if(cnt == trans_lenth - 1) m_valid <= 0 ;
                    else begin
                        if(m_ready == 1) m_valid <= 1 ;
                        else m_valid <= 0 ;
                    end
                end
                default: m_valid <= 0 ;
            endcase
        end
    end
    always@(posedge clk)begin
        if(!rst) m_tlast <= 0 ;
        else begin
            case(cs)
                OUT:begin
                    if(cnt == trans_lenth - 2) m_tlast <= 1 ;
                    else m_tlast <= 0 ;
                end
                default: m_tlast <= 0 ;
            endcase
        end
    end
    always@(posedge clk) begin
        if(!rst) m_data <= 0 ;
        else begin
            case(cs)
                OUT:begin
                    if(m_ready == 0 || m_valid == 0)begin
                        if(cnt == 0) m_data <= m_reg[cnt] ;
                        else m_data <= m_data ;
                    end
                    else begin
                        if(m_tlast == 1) m_data <= 0 ;
                        else m_data <= m_reg[cnt+1] ;
                    end
                end
            endcase
        end
    end
endmodule
```
**run.sh**
```bash
#!/bin/bash
# OpenROAD 26Q1-2900-gdf79404cd8, Yosys 0.63+post, stock flow scripts
make -C /OpenROAD-flow-scripts/flow DESIGN_CONFIG=/design/flow/config.mk WORK_HOME=/design/flow/orfs finish
```
**config.mk**
```make
export PLATFORM = sky130hd
export DESIGN_NAME = master
export DESIGN_NICKNAME = master
export VERILOG_FILES = /design/flow/design.v
export SDC_FILE = /design/flow/constraint.sdc
export NUM_CORES = 4
export LEC_CHECK = 1
export CORE_AREA = 10 10 78 78
export DIE_AREA = 0 0 88 88
```
**constraint.sdc**
```tcl
current_design master

set clk_period 1.6
set clk_io_pct 0.2

create_clock -name clk0 -period $clk_period [get_ports {clk}]

set non_clock_inputs [all_inputs -no_clocks]
set_input_delay [expr $clk_period * $clk_io_pct] -clock clk0 $non_clock_inputs
set_output_delay [expr $clk_period * $clk_io_pct] -clock clk0 [all_outputs]
```
==> qor.csv <==
metric;value;unit
status;finished, final reports clean;
power per cell area;701;mW/mm2
vias;514;
crit path launch type;register;
worst vdd ir;0.234;mV
worst hold margin;0.443;ns
Port Buffer Count;9;
placer congestion estimate;0.854;
tool warnings;29;
die height;88;um
fin worst setup slack;0.0982;ns
Synth cell types;22;
cell count after synthesis;87;
Root Driver;clkbuf_8;
WHS Endpoint;m_data[1]$_SDFFE_PN0P_;
Ports;38;
largest net degree at the start of global routing;10;
Max Root-Sink Buffers;2;
H-tree depth;1;
fmax;666;MHz
sequential area share after synthesis;29.8;%
worst hold stages;2;
# Cells Yosys;87;
Core Rows;24;
Largest cells by area;dfxtp_1, buf_4, ha_1;
WS Path Type;register to register;
Clock power frac;46.3;%
Mapped Avg Cell Area;8.50;um2
Final Max Slew Viols;0;
largest area contributor in the netlist;dfxtp_1;
Cell Area, Synth;739;um2
crit end category;register;
number of max-cap violations;0;
final setup fails;0;
Placed Cells;147;
final worst path period share;93.9;%
worst skew pair latency;0.23;ns
CTS tree;yes;
Pint;0.468;mW
Fin. Hold Viols;0;
Yosys warning count;2;
drt pass-1 iters;4;
worst clock skew;0.00154;ns
reg2reg end;m_data[3]$_SDFFE_PN0P_;
ant diodes;0;
Switch Pwr;0.120;mW
yosys stat chip area;739;um2
Tmin final;1.50;ns
share of cells above drive strength 1;7.07;%
detail-routed via count per cell;3.40;
drt total wl;1.52;mm
R2R setup slack;0.1;ns
core area;0.00441;mm2
Largest type area fraction;29.8;%
TNS Setup;0;ns
Total GRT Usage;3.51;%
CTS Sinks;11;
Yosys reg bits;11;
Tightest Hold Check Type;register to register;
initial antenna violation count;0;
WP data required;1.71;ns
origin of the critical flop-to-flop path;cnt[0]$_SDFFE_PN0P_;
clock transition at the registers of the reported paths;0.05;ns
unrepaired setup endpoints after global routing;false;
fp util;16.8;%
1st-iter DRT viols;23;
CTS Buf Count;3;
Non-Filler Instances;151;
post-CTS setup buffer count;0;
WP data arrival;1.61;ns
DP Worst Slack;0.0585;ns
DPL Wire Length;1.21;mm
hold_buf cts;0;
wire per inst;10.1;um
Final ANT Viol Nets;0;
DRC;0;
hold_sp;m_data[1]$_SDFFE_PN0P_;
first-pass GRT wire length;2.28;mm
vias in the first global route;536;
LEAKAGE;0.343;nW
Sw Share;20.4;%
die x size;88;um
Seq pwr share;48.0;%
Register-to-Register Path Depth;5;
Synth-to-Final Area Change;13.4;%
GRT Residual Overflow;0;
Die Size;0.00774;mm2
Combinational Power Share;5.7;%
Max FO, Critical Path;5;
per-layer routing:
layer | routed length, um | track usage [%] | part of all wire, % | vias to the layer above
met4 | 19 | 0.580 | 1.3 | 0
met5 | 0 | 0 | 0 | -
met1 | 727 | 4.76 | 48 | 228
met3 | 117 | 1.50 | 7.7 | 4
met2 | 656 | 5.16 | 43 | 28
li1 | - | - | - | 254
metrics by stage:
step / total power, mW / cell area, um2 / util (%)
final: 0.587 / 838 / 19.0
after global routing: 0.618 / 838 / 19.0
after CTS: 0.597 / 831 / 18.8
after detailed placement: 0.322 / 786 / 17.8
after global placement: 0.323 / 786 / 17.8
after floorplan: 0.348 / 841 / -
placed cells by master, fill, tap and decap left out:
master           instances
nand4_1                  1
buf_4                    2
dfxtp_1                 11
clkdlybuf4s50_1          9
o21ai_1                  4
a21oi_1                  2
xnor2_1                  2
or3b_1                   1
xor2_1                   2
nand2_1                  7
o41ai_2                  1
nand3_1                  7
and4b_1                  1
inv_1                    3
conb_1                  28
o32ai_1                  2
ha_1                     5
or3_1                    1
clkbuf_8                 3
clkbuf_1                 1
nor2_1                   4
a21boi_2                 1
a31oi_1                  1
synthesized netlist by cell type (all sizes together):
master and instances:
buf 29, dfxtp 11, nand2 7, nand3 7, ha 5, nor2 4
o21ai 4, inv 3, a21oi 2, o32ai 2, xnor2 2, xor2 2
a21boi 1, a31oi 1, and4b 1, clkbuf 1, conb 1, nand4 1
o41ai 1, or3 1, or3b 1
logic make-up (layout without fill, tap and decap cells):
kind of cell / after synthesis / in the layout / synth area share, %
other cells: 1 / 28 / 0.507
simple gates: 22 / 22 / 14.6
buf+inv: 33 / 18 / 32.0
compound gates: 11 / 11 / 9.98
fa+ha+maj: 5 / 5 / 8.46
xor+xnor: 4 / 4 / 4.74
flops: 11 / 11 / 29.8
worst max-delay path, stage by stage, from the launching register on:
cell	delay, ns
dfxtp_1	0.35
inv_1	0.15
ha_1	0.20
or3b_1	0.37
a21boi_2	0.21
o32ai_1	0.10
area by class of cell:
cell class / count / area, um2
clock buffer: 4 / 45.0
fill: 474 / 3580
inverter: 3 / 11.3
multi-input combinational: 70 / 392
sequential: 11 / 220
tap: 52 / 65.1
timing repair buffer: 11 / 105
flip-flops by register name (all words and copies together), names as in the netlist:
name / flops
m_tlast: 1
m_data: 4
m_valid: 1
cnt: 4
cs: 1
power by group through the flow:
stage / logic, mW / registers [mW] / clock network (mW)
finish: 0.0337 / 0.282 / 0.272
global route: 0.0397 / 0.282 / 0.296
CTS: 0.0354 / 0.282 / 0.280
timing repair:
| action | CTS | global route |
|---|---|---|
| endpoints found under the setup margin | 0 | 2 |
| hold endpoints to repair | 0 | 0 |
| gates resized | 0 | 1 |
worst max-delay path by stage:
stage,from,to,slack [ns],depth (start not counted)
4_1_cts,cnt[0]$_SDFFE_PN0P_,m_data[3]$_SDFFE_PN0P_,0.10,5
5_1_grt,cnt[0]$_SDFFE_PN0P_,m_data[3]$_SDFFE_PN0P_,0.01,5
6_report,cnt[0]$_SDFFE_PN0P_,m_data[3]$_SDFFE_PN0P_,0.1,5
Power figures rest on the tool's default switching activity, not on a simulated workload.

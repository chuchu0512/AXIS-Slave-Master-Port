==> flow/design.v <==
`timescale 1ns / 1ps
module slave#(
parameter data_width = 32,
parameter trans_width = 4,
parameter trans_lenth = 2**trans_width
)
(
input clk,
input rst,
input [data_width - 1:0] s_data,
input s_valid,
output reg s_ready,
input en
    );
    integer i ;
    reg [data_width - 1:0] s_reg [trans_lenth - 1:0] ;
    localparam IDLE = 1'b0 ;
    localparam IN   = 1'b1 ;
    reg cs, ns ;
    reg [trans_width - 1:0] cnt ;
    always@(posedge clk)begin
        if(!rst) cs <= IDLE ;
        else cs <= ns ;
    end
    always@(*)begin
        case(cs)
            IDLE:begin
                if(en == 1) ns = IN ;
                else ns = IDLE ;
            end
            IN:begin
                if(cnt == trans_lenth - 1) ns = IDLE ;
                else ns = IN ;
            end
            default:ns = IDLE ;
        endcase
    end
    always@(posedge clk)begin
        if(!rst) cnt <= 0 ;
        else begin
            case(cs)
                IN:begin
                    if(s_ready == 1 && s_valid == 1) cnt <= cnt + 1 ;
                    else cnt <= cnt ;
                end
                default: cnt <= 0 ;
            endcase
        end
    end
    always@(posedge clk)begin
        if(!rst) s_ready <= 0 ;
        else begin
            case(cs)
                IN:begin
                    if(cnt == trans_lenth - 1) s_ready <= 0 ;
                    else s_ready <= 1 ;
                end
                default: s_ready <= 0 ;
            endcase
        end
    end
    always@(posedge clk)begin
        if(!rst)begin
            for(i=0; i<trans_lenth; i=i+1)begin
                s_reg[i] <= 0 ;
            end
        end
        else begin
            case(cs)
                IN:begin
                    if(s_ready == 1 && s_valid == 1) s_reg[cnt] <= s_data ;
                    else s_reg[cnt] <= s_reg[cnt] ;
                end
                default:begin
                    for(i=0; i<trans_lenth; i=i+1)begin
                        s_reg[i] <= 0 ;
                    end
                end
            endcase
        end
    end
endmodule
==> flow/run.sh <==
#!/bin/bash
# OpenROAD 26Q1-2900-gdf79404cd8, Yosys 0.63+post, stock flow scripts
make -C /OpenROAD-flow-scripts/flow DESIGN_CONFIG=/design/flow/config.mk WORK_HOME=/design/flow/orfs finish
==> flow/config.mk <==
export PLATFORM = sky130hd
export DESIGN_NAME = slave
export DESIGN_NICKNAME = slave
export VERILOG_FILES = /design/flow/design.v
export SDC_FILE = /design/flow/constraint.sdc
export NUM_CORES = 4
export LEC_CHECK = 1
export CORE_AREA = 10 10 70 70
export DIE_AREA = 0 0 80 80
==> flow/constraint.sdc <==
current_design slave

set clk_period 1.4
set clk_io_pct 0.2

create_clock -name clk0 -period $clk_period [get_ports {clk}]

set non_clock_inputs [all_inputs -no_clocks]
set_input_delay [expr $clk_period * $clk_io_pct] -clock clk0 $non_clock_inputs
set_output_delay [expr $clk_period * $clk_io_pct] -clock clk0 [all_outputs]
==> run notes <==
State of the implementation.

- The post-route met1 wirelength is a little over 200 µm, for reference.
- The non-filler instance count after layout is 79, for reference.
- In this run the power density over the cells is 965 nW/µm².
- Grouping stages by cell kind, the critical path spends the most delay in buffers and inverters.
- In this run the number of H-tree levels came out at 1.
- The number of detailed-route iterations in the first pass is 2, for reference.
- The average via count per standard cell is 2.70, for reference.
- The internal power of the cells totals around 290 µW.
- The cell leakage power is 0.126 nW, for reference.
- Entering global routing, the biggest net connects 6 pins.
- Per the detail_route log, met2 wirelength is ~220 µm.
- The flow ran to the end, and the final reports show no timing, DRC or antenna violations.
- The part of the total power dissipated in the clock network is about 43%, for reference.
- The count of buffers added on input and output ports is 4.
- The number of diodes added for antenna fixing is 0, for reference.
- Yosys stat counts 24 cells in the synthesized netlist.
- The tightest slew margin relative to the limit is around nine tenths, for reference.
- The total tool warning count is 57, for reference.
- Signal routing reaches up to met3.
- Nets still carrying antenna violations after routing amount to 0.
- The flow reports that combinational logic draws 6.7% of the design power.
- The critical path endpoint category is an output port, for reference.
- The tree built by TritonCTS fans out to 6 sinks.
- The final hold violation count recorded for this run is 0.
- The total die size is 6400 µm², for reference.
- The wire-length estimate of the detail-placed layout is about 360 µm.
- The area used by sequential logic in the layout is 124 µm², for reference.
- Per the gpl log, the routability congestion estimate is between 0.7 and 0.8.
- The area of the core region is 3420 µm², for reference.
- The clock tree skew after final layout is approximately 4.5 ps, for reference.
- Summing all multi-input logic gate instances after layout gives 110 µm².
- The total of hold buffers inserted after clock tree synthesis is 0, for reference.
- For this sky-water flow run, the detailed-routed wirelength per cell is reported as 6.29 µm.
- The path class of the tightest hold or removal check is flop to flop.
- Per the layout report, the design carries 402 filler cells.
- Global routing consumed, over all layers together, 1.72% of the routing resources.
- Each instance of the synthesized netlist takes up on average 9.59 µm².
- The core utilization at floorplan is 6.74%, for reference.
- The post-synthesis sequential element count is 6, for reference.
- The signal on the critical path passes through clkdlybuf4s50_1.
- The fraction of the cycle the final worst path needs is slightly below 100%, for reference.
- The maximum VDD drop is 0.000501 V, for reference.
- The synthesis area per yosys is about 230 µm², for reference.
- The initial antenna violation count is 0, for reference.
- The top fanout value on the critical path is 4, for reference.
- The nature of the critical path startpoint is a flop, for reference.
- The number of vias after detailed routing is approximately 210, for reference.
- Pins over their slew limit in the final report were tallied at 0.
- Counting both buffers and inverters, the worst setup path holds a total of 1.
- Counting every instance in the synthesized netlist gives 24.
- The vertical die dimension is around 80 µm, for reference.
- The run reported a max-capacitance violation count of 0.
- The routed layout reports a DRC error count of 0.
- The number of placed I/O pins is 37, for reference.
- The standard cell with the maximum stage delay on the critical path is sky130_fd_sc_hd__clkdlybuf4s50_1, for reference.
- In this run, placement finished with an instance count of 76.
- The switching part of the total power is roughly a fifth, for reference.
- The portion of total power attributed to sequential cells is around half, for reference.
- TritonCTS built the clock tree.
- For the finished layout, the period the worst path requires is between 1000 and 1500 ps.
- The mapped netlist covers 230 µm².
- The first-pass GRT wire length is about 900 µm, for reference.
- At the later pin of the worst-skew pair, clock insertion delay measures 240 ps.
- Synthesis instantiated 13 different standard cells from the library.
- The via count of the first global-routing pass is around 210, for reference.
- Clock-pin slew was measured on the worst setup and hold paths at around 40 ps.
- The overflow left after global routing is 0, for reference.
- For this run, the register share of the synthesized area comes to 52.2%.
- The area growth from synthesis to final layout is 60.3%, for reference.
- Per the log, the first TritonRoute iteration ended with a DRC count of 1.
- Data arrives at the worst endpoint at 1070 ps.
- The share of layout cells above drive strength 1 is about a fifth, for reference.
- Based on the critical path, the design can be clocked at up to approximately 0.74 GHz.
- For reference, the most critical setup path is categorized as flop to output port.
- Warnings reported by Yosys during synthesis add up to 1.
- Among all stages on the critical path, the maximum delay recorded is around 470 ps.
- The cell chosen for the clock root is sky130_fd_sc_hd__clkbuf_4, for reference.
- The overall routed net length is 497 µm, for reference.
- CTS added clock buffers totalling 3.
- In this run the core area contains 21 standard-cell rows.
- Per the OpenROAD power report, switching power amounts to 68.8 µW.
- After routing, the total negative slack on setup checks comes to 0 ps.
- Setup repair after global routing left no endpoint under its margin.
- In this run the horizontal extent of the chip is 80 µm.
- The number of failing setup endpoints in the final timing report is 0, for reference.
- The data required time of the worst path is 1120 ps, for reference.
- Per the CTS log, the buffer count on the longest clock path is 2.
- The met3 routed wirelength is 68 µm, for reference.
- The transition time recorded at the tightest slew-check pin is 179 ps.
-- per-layer routing --
layer,global-route usage (%),vias up
met5,0,-
met4,0.704,0
met3,1.48,0
met2,2.33,7
met1,1.88,101
li1,-,105
-- power groups by stage --
stage	clock network, mW	logic [mW]	registers [mW]
4_1_cts	0.164	0.0240	0.180
5_1_grt	0.179	0.0265	0.179
6_report	0.154	0.0238	0.179
-- per-stage QoR --
step	worst slack [ps]	hold slack (ps)	power, mW	utilization (%)	instance area, µm²
2_1_floorplan	464	413	0.188	-	230
3_3_place_gp	33.5	464	0.206	10.0	343
3_5_place_dp	33.7	476	0.206	10.0	343
4_1_cts	18.3	488	0.368	10.7	367
5_1_grt	1.83	527	0.385	10.8	369
6_report	49.5	485	0.356	10.8	369
-- final cells by class --
class                           count  share of cell area (%)
Clock buffer                        3                    6.10
Multi-Input combinational cell     18                    29.8
Tap cell                           46                    15.6
Timing Repair Buffer                6                    14.9
Sequential cell                     6                    33.6
-- cell families after synthesis --
group | after synthesis | share of synthesized area [%]
flip-flops | 6 | 52.2
AND/OR/NAND/NOR | 10 | 21.2
XOR/XNOR | 2 | 7.61
AND-OR/OR-AND | 5 | 13.6
adder cells (fa/ha/maj) | 1 | 5.43
-- registers in the layout, summed over array words and instances (netlist names) --
name / count
cnt: 4
cs: 1
s_ready: 1
-- cell usage in the layout (no fill, tap or decap) --
| cell | instances |
|---|---|
| sky130_fd_sc_hd__dfxtp_1 | 5 |
| sky130_fd_sc_hd__clkdlybuf4s50_1 | 4 |
| sky130_fd_sc_hd__nand3_1 | 3 |
| sky130_fd_sc_hd__clkbuf_4 | 3 |
| sky130_fd_sc_hd__nand2_1 | 2 |
| sky130_fd_sc_hd__a21oi_1 | 2 |
| sky130_fd_sc_hd__xor2_1 | 2 |
| sky130_fd_sc_hd__nor2_1 | 2 |
| sky130_fd_sc_hd__buf_4 | 2 |
| sky130_fd_sc_hd__nand2_2 | 1 |
| sky130_fd_sc_hd__a31oi_1 | 1 |
| sky130_fd_sc_hd__nand4_1 | 1 |
| sky130_fd_sc_hd__o211a_1 | 1 |
| sky130_fd_sc_hd__o21ai_0 | 1 |
| sky130_fd_sc_hd__or3_1 | 1 |
| sky130_fd_sc_hd__ha_1 | 1 |
| sky130_fd_sc_hd__dfxtp_4 | 1 |
-- synth_stat cells --
cell / instances / share of area [%]
sky130_fd_sc_hd__nand4_1: 1 / 2.7
sky130_fd_sc_hd__a31oi_1: 1 / 2.7
sky130_fd_sc_hd__ha_1: 1 / 5.4
sky130_fd_sc_hd__nand2_2: 1 / 2.7
sky130_fd_sc_hd__nand3_1: 3 / 6.5
sky130_fd_sc_hd__a21oi_1: 2 / 4.3
sky130_fd_sc_hd__nor2_1: 2 / 3.3
sky130_fd_sc_hd__nand2_1: 2 / 3.3
sky130_fd_sc_hd__or3_1: 1 / 2.7
sky130_fd_sc_hd__o211a_1: 1 / 4.3
sky130_fd_sc_hd__xor2_1: 2 / 7.6
sky130_fd_sc_hd__o21ai_0: 1 / 2.2
sky130_fd_sc_hd__dfxtp_1: 6 / 52
-- worst paths after layout --
kind         depth (start not counted)  endpoint     from  slack [ps]
max                                  1   s_ready  s_ready          50
min                                  2    cnt[1]   cnt[1]         490
max reg2reg                          3    cnt[3]   cnt[2]         410
min reg2reg                          2    cnt[1]   cnt[1]         490
-- repair_timing --
item / 4_1_cts / 5_1_grt
resized: 1 / 1
setup endpoints to repair: 1 / 1
buffers inserted: 0 / 0
No activity file was given, so power comes from the tool's default toggle rates.
